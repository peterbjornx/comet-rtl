<file path="flow/constraint.sdc">
current_design dataroute

set clk_period 8.6
set clk_io_pct 0.2

create_clock -name clk0 -period $clk_period [get_ports {b_clk_l}]
create_clock -name clk1 -period $clk_period [get_ports {clk_smdr_l}]

set non_clock_inputs [all_inputs -no_clocks]
set_input_delay [expr $clk_period * $clk_io_pct] -clock clk0 $non_clock_inputs
set_output_delay [expr $clk_period * $clk_io_pct] -clock clk0 [all_outputs]
</file>
<file path="flow/design.v">
module dataroute(
    input        b_clk_l,
    input        xb_select_h,
    input [1:0]  xb_pc_h,
    input        mmux_sel_s1_h,
    input        latched_msrc_2_h,
    input [1:0]  amux_sel_h,
    input [1:0]  dbus_sel_h,
    input [1:0]  dbus_rot_h,
    input [1:0]  clk_sel_h,
    input        mbus_ena_h,
    input        ena_cmi_l,
    input        snapshot_cmi_l,
    input        add_reg_ena_l,
    input        ena_smdr_l,
    input        clk_smdr_l,
    input  [31:0] wbus_h,
    input  [31:0] mad_h,
    input  [31:0] mbus_l,
    output [31:0] mbus_out_l,
    output [31:0] cache_out_h,
    input  [31:0] cache_h,
    output [23:0] pad_out_h,
    input  [23:0] pad_h,
    output [15:0] xbuf_out_h,
    input  [15:8] xbuf_h,
    output [31:0] cmi_data_out_h,
    input  [31:0] cmi_data_h );
    reg  [31:0] smdr_l;
    wire [31:0] _mdr_mbus_l;
    wire [31:0] _smdr_mbus_l;
    wire [31:0] mbus_in_l = mbus_l & _mdr_mbus_l & _smdr_mbus_l;
    assign mbus_out_l = _mdr_mbus_l & _smdr_mbus_l;
    dc607_mdr MDR0 ( 
        .wbus_h({ wbus_h[0+24], wbus_h[0+16], wbus_h[0+8], wbus_h[0] }), 
        .ma_h  ({ mad_h[0+24], mad_h[0+16], mad_h[0+8], mad_h[0] }), 
        .id_h  (1'b1), 
        .xbs_h (xb_select_h), 
        .pc_h  (xb_pc_h), 
        .ms_h  ({mmux_sel_s1_h, latched_msrc_2_h}), 
        .as_h  (amux_sel_h), 
        .ds_h  (dbus_sel_h), 
        .dr_h  (dbus_rot_h), 
        .cs_h  (clk_sel_h), 
        .mbus_ena_h(mbus_ena_h), 
        .ena_cmi_l(ena_cmi_l), 
        .snapshot_cmi_l(snapshot_cmi_l), 
        .are_l(add_reg_ena_l), 
        .b_clk_l(b_clk_l), 
        .mb_l({ _mdr_mbus_l[0+24], _mdr_mbus_l[0+16], _mdr_mbus_l[0+8], _mdr_mbus_l[0] }), 
        .ca_out_h({ cache_out_h[0+24], cache_out_h[0+16], cache_out_h[0+8], cache_out_h[0] }), 
        .ca_h({ cache_h[0+24], cache_h[0+16], cache_h[0+8], cache_h[0] }), 
        .pa_out_h({ pad_out_h[0+16], pad_out_h[0+8], pad_out_h[0] }), 
        .pa_h({ pad_h[0+16], pad_h[0+8], pad_h[0] }), 
        .xb_out_h({ xbuf_out_h[0+8], xbuf_out_h[0] }), 
        .xb_1_h(xbuf_h[8+0]), 
        .cmi_out_h({ cmi_data_out_h[0+24], cmi_data_out_h[0+16], cmi_data_out_h[0+8], cmi_data_out_h[0] }), 
        .cmi_h({ cmi_data_h[0+24], cmi_data_h[0+16], cmi_data_h[0+8], cmi_data_h[0] }) );
    dc607_mdr MDR1 ( 
        .wbus_h({ wbus_h[1+24], wbus_h[1+16], wbus_h[1+8], wbus_h[1] }), 
        .ma_h  ({ mad_h[1+24], mad_h[1+16], mad_h[1+8], mad_h[1] }), 
        .id_h  (1'b0), 
        .xbs_h (xb_select_h), 
        .pc_h  (xb_pc_h), 
        .ms_h  ({mmux_sel_s1_h, latched_msrc_2_h}), 
        .as_h  (amux_sel_h), 
        .ds_h  (dbus_sel_h), 
        .dr_h  (dbus_rot_h), 
        .cs_h  (clk_sel_h), 
        .mbus_ena_h(mbus_ena_h), 
        .ena_cmi_l(ena_cmi_l), 
        .snapshot_cmi_l(snapshot_cmi_l), 
        .are_l(add_reg_ena_l), 
        .b_clk_l(b_clk_l), 
        .mb_l({ _mdr_mbus_l[1+24], _mdr_mbus_l[1+16], _mdr_mbus_l[1+8], _mdr_mbus_l[1] }), 
        .ca_out_h({ cache_out_h[1+24], cache_out_h[1+16], cache_out_h[1+8], cache_out_h[1] }), 
        .ca_h({ cache_h[1+24], cache_h[1+16], cache_h[1+8], cache_h[1] }), 
        .pa_out_h({ pad_out_h[1+16], pad_out_h[1+8], pad_out_h[1] }), 
        .pa_h({ pad_h[1+16], pad_h[1+8], pad_h[1] }), 
        .xb_out_h({ xbuf_out_h[1+8], xbuf_out_h[1] }), 
        .xb_1_h(xbuf_h[8+1]), 
        .cmi_out_h({ cmi_data_out_h[1+24], cmi_data_out_h[1+16], cmi_data_out_h[1+8], cmi_data_out_h[1] }), 
        .cmi_h({ cmi_data_h[1+24], cmi_data_h[1+16], cmi_data_h[1+8], cmi_data_h[1] }) );
    dc607_mdr MDR2 ( 
        .wbus_h({ wbus_h[2+24], wbus_h[2+16], wbus_h[2+8], wbus_h[2] }), 
        .ma_h  ({ mad_h[2+24], mad_h[2+16], mad_h[2+8], mad_h[2] }), 
        .id_h  (1'b0), 
        .xbs_h (xb_select_h), 
        .pc_h  (xb_pc_h), 
        .ms_h  ({mmux_sel_s1_h, latched_msrc_2_h}), 
        .as_h  (amux_sel_h), 
        .ds_h  (dbus_sel_h), 
        .dr_h  (dbus_rot_h), 
        .cs_h  (clk_sel_h), 
        .mbus_ena_h(mbus_ena_h), 
        .ena_cmi_l(ena_cmi_l), 
        .snapshot_cmi_l(snapshot_cmi_l), 
        .are_l(add_reg_ena_l), 
        .b_clk_l(b_clk_l), 
        .mb_l({ _mdr_mbus_l[2+24], _mdr_mbus_l[2+16], _mdr_mbus_l[2+8], _mdr_mbus_l[2] }), 
        .ca_out_h({ cache_out_h[2+24], cache_out_h[2+16], cache_out_h[2+8], cache_out_h[2] }), 
        .ca_h({ cache_h[2+24], cache_h[2+16], cache_h[2+8], cache_h[2] }), 
        .pa_out_h({ pad_out_h[2+16], pad_out_h[2+8], pad_out_h[2] }), 
        .pa_h({ pad_h[2+16], pad_h[2+8], pad_h[2] }), 
        .xb_out_h({ xbuf_out_h[2+8], xbuf_out_h[2] }), 
        .xb_1_h(xbuf_h[8+2]), 
        .cmi_out_h({ cmi_data_out_h[2+24], cmi_data_out_h[2+16], cmi_data_out_h[2+8], cmi_data_out_h[2] }), 
        .cmi_h({ cmi_data_h[2+24], cmi_data_h[2+16], cmi_data_h[2+8], cmi_data_h[2] }) );
    dc607_mdr MDR3 ( 
        .wbus_h({ wbus_h[3+24], wbus_h[3+16], wbus_h[3+8], wbus_h[3] }), 
        .ma_h  ({ mad_h[3+24], mad_h[3+16], mad_h[3+8], mad_h[3] }), 
        .id_h  (1'b0), 
        .xbs_h (xb_select_h), 
        .pc_h  (xb_pc_h), 
        .ms_h  ({mmux_sel_s1_h, latched_msrc_2_h}), 
        .as_h  (amux_sel_h), 
        .ds_h  (dbus_sel_h), 
        .dr_h  (dbus_rot_h), 
        .cs_h  (clk_sel_h), 
        .mbus_ena_h(mbus_ena_h), 
        .ena_cmi_l(ena_cmi_l), 
        .snapshot_cmi_l(snapshot_cmi_l), 
        .are_l(add_reg_ena_l), 
        .b_clk_l(b_clk_l), 
        .mb_l({ _mdr_mbus_l[3+24], _mdr_mbus_l[3+16], _mdr_mbus_l[3+8], _mdr_mbus_l[3] }), 
        .ca_out_h({ cache_out_h[3+24], cache_out_h[3+16], cache_out_h[3+8], cache_out_h[3] }), 
        .ca_h({ cache_h[3+24], cache_h[3+16], cache_h[3+8], cache_h[3] }), 
        .pa_out_h({ pad_out_h[3+16], pad_out_h[3+8], pad_out_h[3] }), 
        .pa_h({ pad_h[3+16], pad_h[3+8], pad_h[3] }), 
        .xb_out_h({ xbuf_out_h[3+8], xbuf_out_h[3] }), 
        .xb_1_h(xbuf_h[8+3]), 
        .cmi_out_h({ cmi_data_out_h[3+24], cmi_data_out_h[3+16], cmi_data_out_h[3+8], cmi_data_out_h[3] }), 
        .cmi_h({ cmi_data_h[3+24], cmi_data_h[3+16], cmi_data_h[3+8], cmi_data_h[3] }) );
    dc607_mdr MDR4 ( 
        .wbus_h({ wbus_h[4+24], wbus_h[4+16], wbus_h[4+8], wbus_h[4] }), 
        .ma_h  ({ mad_h[4+24], mad_h[4+16], mad_h[4+8], mad_h[4] }), 
        .id_h  (1'b0), 
        .xbs_h (xb_select_h), 
        .pc_h  (xb_pc_h), 
        .ms_h  ({mmux_sel_s1_h, latched_msrc_2_h}), 
        .as_h  (amux_sel_h), 
        .ds_h  (dbus_sel_h), 
        .dr_h  (dbus_rot_h), 
        .cs_h  (clk_sel_h), 
        .mbus_ena_h(mbus_ena_h), 
        .ena_cmi_l(ena_cmi_l), 
        .snapshot_cmi_l(snapshot_cmi_l), 
        .are_l(add_reg_ena_l), 
        .b_clk_l(b_clk_l), 
        .mb_l({ _mdr_mbus_l[4+24], _mdr_mbus_l[4+16], _mdr_mbus_l[4+8], _mdr_mbus_l[4] }), 
        .ca_out_h({ cache_out_h[4+24], cache_out_h[4+16], cache_out_h[4+8], cache_out_h[4] }), 
        .ca_h({ cache_h[4+24], cache_h[4+16], cache_h[4+8], cache_h[4] }), 
        .pa_out_h({ pad_out_h[4+16], pad_out_h[4+8], pad_out_h[4] }), 
        .pa_h({ pad_h[4+16], pad_h[4+8], pad_h[4] }), 
        .xb_out_h({ xbuf_out_h[4+8], xbuf_out_h[4] }), 
        .xb_1_h(xbuf_h[8+4]), 
        .cmi_out_h({ cmi_data_out_h[4+24], cmi_data_out_h[4+16], cmi_data_out_h[4+8], cmi_data_out_h[4] }), 
        .cmi_h({ cmi_data_h[4+24], cmi_data_h[4+16], cmi_data_h[4+8], cmi_data_h[4] }) );
    dc607_mdr MDR5 ( 
        .wbus_h({ wbus_h[5+24], wbus_h[5+16], wbus_h[5+8], wbus_h[5] }), 
        .ma_h  ({ mad_h[5+24], mad_h[5+16], mad_h[5+8], mad_h[5] }), 
        .id_h  (1'b0), 
        .xbs_h (xb_select_h), 
        .pc_h  (xb_pc_h), 
        .ms_h  ({mmux_sel_s1_h, latched_msrc_2_h}), 
        .as_h  (amux_sel_h), 
        .ds_h  (dbus_sel_h), 
        .dr_h  (dbus_rot_h), 
        .cs_h  (clk_sel_h), 
        .mbus_ena_h(mbus_ena_h), 
        .ena_cmi_l(ena_cmi_l), 
        .snapshot_cmi_l(snapshot_cmi_l), 
        .are_l(add_reg_ena_l), 
        .b_clk_l(b_clk_l), 
        .mb_l({ _mdr_mbus_l[5+24], _mdr_mbus_l[5+16], _mdr_mbus_l[5+8], _mdr_mbus_l[5] }), 
        .ca_out_h({ cache_out_h[5+24], cache_out_h[5+16], cache_out_h[5+8], cache_out_h[5] }), 
        .ca_h({ cache_h[5+24], cache_h[5+16], cache_h[5+8], cache_h[5] }), 
        .pa_out_h({ pad_out_h[5+16], pad_out_h[5+8], pad_out_h[5] }), 
        .pa_h({ pad_h[5+16], pad_h[5+8], pad_h[5] }), 
        .xb_out_h({ xbuf_out_h[5+8], xbuf_out_h[5] }), 
        .xb_1_h(xbuf_h[8+5]), 
        .cmi_out_h({ cmi_data_out_h[5+24], cmi_data_out_h[5+16], cmi_data_out_h[5+8], cmi_data_out_h[5] }), 
        .cmi_h({ cmi_data_h[5+24], cmi_data_h[5+16], cmi_data_h[5+8], cmi_data_h[5] }) );
    dc607_mdr MDR6 ( 
        .wbus_h({ wbus_h[6+24], wbus_h[6+16], wbus_h[6+8], wbus_h[6] }), 
        .ma_h  ({ mad_h[6+24], mad_h[6+16], mad_h[6+8], mad_h[6] }), 
        .id_h  (1'b0), 
        .xbs_h (xb_select_h), 
        .pc_h  (xb_pc_h), 
        .ms_h  ({mmux_sel_s1_h, latched_msrc_2_h}), 
        .as_h  (amux_sel_h), 
        .ds_h  (dbus_sel_h), 
        .dr_h  (dbus_rot_h), 
        .cs_h  (clk_sel_h), 
        .mbus_ena_h(mbus_ena_h), 
        .ena_cmi_l(ena_cmi_l), 
        .snapshot_cmi_l(snapshot_cmi_l), 
        .are_l(add_reg_ena_l), 
        .b_clk_l(b_clk_l), 
        .mb_l({ _mdr_mbus_l[6+24], _mdr_mbus_l[6+16], _mdr_mbus_l[6+8], _mdr_mbus_l[6] }), 
        .ca_out_h({ cache_out_h[6+24], cache_out_h[6+16], cache_out_h[6+8], cache_out_h[6] }), 
        .ca_h({ cache_h[6+24], cache_h[6+16], cache_h[6+8], cache_h[6] }), 
        .pa_out_h({ pad_out_h[6+16], pad_out_h[6+8], pad_out_h[6] }), 
        .pa_h({ pad_h[6+16], pad_h[6+8], pad_h[6] }), 
        .xb_out_h({ xbuf_out_h[6+8], xbuf_out_h[6] }), 
        .xb_1_h(xbuf_h[8+6]), 
        .cmi_out_h({ cmi_data_out_h[6+24], cmi_data_out_h[6+16], cmi_data_out_h[6+8], cmi_data_out_h[6] }), 
        .cmi_h({ cmi_data_h[6+24], cmi_data_h[6+16], cmi_data_h[6+8], cmi_data_h[6] }) );
    dc607_mdr MDR7 ( 
        .wbus_h({ wbus_h[7+24], wbus_h[7+16], wbus_h[7+8], wbus_h[7] }), 
        .ma_h  ({ mad_h[7+24], mad_h[7+16], mad_h[7+8], mad_h[7] }), 
        .id_h  (1'b0), 
        .xbs_h (xb_select_h), 
        .pc_h  (xb_pc_h), 
        .ms_h  ({mmux_sel_s1_h, latched_msrc_2_h}), 
        .as_h  (amux_sel_h), 
        .ds_h  (dbus_sel_h), 
        .dr_h  (dbus_rot_h), 
        .cs_h  (clk_sel_h), 
        .mbus_ena_h(mbus_ena_h), 
        .ena_cmi_l(ena_cmi_l), 
        .snapshot_cmi_l(snapshot_cmi_l), 
        .are_l(add_reg_ena_l), 
        .b_clk_l(b_clk_l), 
        .mb_l({ _mdr_mbus_l[7+24], _mdr_mbus_l[7+16], _mdr_mbus_l[7+8], _mdr_mbus_l[7] }), 
        .ca_out_h({ cache_out_h[7+24], cache_out_h[7+16], cache_out_h[7+8], cache_out_h[7] }), 
        .ca_h({ cache_h[7+24], cache_h[7+16], cache_h[7+8], cache_h[7] }), 
        .pa_out_h({ pad_out_h[7+16], pad_out_h[7+8], pad_out_h[7] }), 
        .pa_h({ pad_h[7+16], pad_h[7+8], pad_h[7] }), 
        .xb_out_h({ xbuf_out_h[7+8], xbuf_out_h[7] }), 
        .xb_1_h(xbuf_h[8+7]), 
        .cmi_out_h({ cmi_data_out_h[7+24], cmi_data_out_h[7+16], cmi_data_out_h[7+8], cmi_data_out_h[7] }), 
        .cmi_h({ cmi_data_h[7+24], cmi_data_h[7+16], cmi_data_h[7+8], cmi_data_h[7] }) );
    always @ ( posedge clk_smdr_l )
        smdr_l = mbus_in_l;
    assign _smdr_mbus_l = ena_smdr_l ? 32'hFFFFFFFF : smdr_l;
endmodule
module dc607_mdr(
    input [3:0] wbus_h,
    input [3:0] ma_h,
    input       id_h,
    input       xbs_h,
    input [1:0] pc_h,
    input [1:0] ms_h,
    input [1:0] as_h,
    input [1:0] ds_h,
    input [1:0] dr_h,
    input [1:0] cs_h,
    input       mbus_ena_h,
    input       ena_cmi_l,
    input       snapshot_cmi_l,
    input       are_l,
    input       b_clk_l,
    output [3:0] mb_l,
    output [3:0] ca_out_h,
    input  [3:0] ca_h,
    output [2:0] pa_out_h,
    input  [2:0] pa_h,
    output [1:0] xb_out_h,
    input        xb_1_h,
    output [3:0] cmi_out_h,
    input  [3:0] cmi_h );
    wire  [3:0] cbus_h;
    reg  [3:0] dbus_h;
    reg  [2:0] pamux_h;
    reg  [3:0] mmux_h;
    reg  [2:0] cmi_adr_h = 3'b0;
    reg  [3:0] mdr_h = 4'b0;
    reg  [3:0] wdr_h = 4'b0;
    reg  [3:0] dbus_rot_h;
    reg  [3:0] cmi_data_h = 4'b0;
    reg  [3:0] xb0_h = 4'b0;
    reg  [3:0] xb1_h = 4'b0;
    reg  [3:0] xb_data_h;
    wire cs_mdr_en_h = cs_h == 2'b01;
    wire cs_xb_en_h  = cs_h == 2'b10;
    wire cs_wdr_en_h = cs_h == 2'b11;
    wire xbs_xb0_en_h = ~xbs_h;
    wire xbs_xb1_en_h =  xbs_h;
	 wire are_h = ~are_l;
	always @ ( negedge b_clk_l )        
		if ( are_h )                   
			cmi_adr_h <= pa_h;
    always @ ( snapshot_cmi_l or cmi_h )  
		if ( !snapshot_cmi_l )           
			cmi_data_h <= cmi_h;
    wire zero_mdr_h     = (ds_h == 2'b11) & (dr_h != 2'b00) & (cs_h == 2'b00);
    wire src_wdr2m_h    = (ds_h == 2'b11) & (dr_h != 2'b00) & (cs_h == 2'b00);
    wire pa_read_h      = (ms_h == 2'b11) & ~src_wdr2m_h;
    wire ca_drv_h       =  ds_h != 2'b00;
    wire read_2nd_ref_h =  dr_h != 2'b00 & cs_h == 2'b00 && ~src_wdr2m_h;
    wire xb_drv_h       = ~((ds_h == 2'b11) & (dr_h == 2'b00));
    wire cbus_wdr_h = cbus_sel_h;  
    reg cmi_ena_q_h = 1'b0;
    reg cbus_sel_h = 1'b0;
    always @ ( posedge b_clk_l )        
		cmi_ena_q_h <= ~ena_cmi_l;
    always @ ( posedge b_clk_l )        
		cbus_sel_h <= cmi_ena_q_h;
    wire cmi_drv_h  = cmi_ena_q_h;
    wire cmi_drv3_h = cmi_ena_q_h & cbus_wdr_h;
    assign mb_l      = mbus_ena_h ? ~mmux_h : 4'b1111;
    assign ca_out_h  = ca_drv_h  ? cbus_h : 4'b1111;
    assign cmi_out_h[2:0] = cmi_drv_h  ? cbus_h    : 4'b111;
    assign cmi_out_h[3]   = cmi_drv3_h ? cbus_h[3] : 1'b1; 
    assign xb_out_h  = xb_drv_h  ? {1'b1, xb_data_h[0]} : xb_data_h[1:0];
    wire [2:0] pa_drv_h;
    wire force_cmi2d_h  = src_wdr2m_h | zero_mdr_h;
    wire en_pa_h       = ~((ds_h == 2'b00 | ~are_l ) & (as_h == 2'b00));
    assign pa_drv_h[0] =                    ~pa_read_h;
    assign pa_drv_h[1] = (en_pa_h | id_h) & ~pa_read_h;
    assign pa_drv_h[2] =  en_pa_h         & ~pa_read_h;
    wire wdr_force_en_h = ( |mdr_b_en_h | cs_xb_en_h ) & ds_h == 2'b01;
    assign pa_out_h = pamux_h | ~pa_drv_h;
    reg [3:0] mdr_b_en_h;
    always @ ( dr_h or read_2nd_ref_h or cs_mdr_en_h ) begin
        casez ( { read_2nd_ref_h, dr_h } )
            3'b101 : mdr_b_en_h <= 4'b1000;
            3'b110 : mdr_b_en_h <= 4'b1100;
            3'b111 : mdr_b_en_h <= 4'b1110;
            3'b0zz : mdr_b_en_h <= {4{cs_mdr_en_h | zero_mdr_h}};
            default: mdr_b_en_h <= 4'bxxxx;
        endcase
    end
    assign cbus_h = cbus_sel_h ? wdr_h : cmi_adr_h;
    always @ ( posedge b_clk_l )        
		if ( xbs_xb0_en_h )                   
			xb0_h <= dbus_h;
    always @ ( posedge b_clk_l )        
		if ( xbs_xb1_en_h )                   
			xb1_h <= dbus_h;
    wire [3:0] mdr_d_h  = {4{~zero_mdr_h}} & dbus_rot_h;
    always @ ( posedge b_clk_l )        
		if ( mdr_b_en_h[0] )                   
			mdr_h[0] <= mdr_d_h[0];
    always @ ( posedge b_clk_l )        
		if ( mdr_b_en_h[1] )                   
			mdr_h[1] <= mdr_d_h[1];
    always @ ( posedge b_clk_l )        
		if ( mdr_b_en_h[2] )                   
			mdr_h[2] <= mdr_d_h[2];
    always @ ( posedge b_clk_l )        
		if ( mdr_b_en_h[3] )                   
			mdr_h[3] <= mdr_d_h[3];
    wire [3:0] wdrmux_h = wdr_force_en_h ? dbus_h : dbus_rot_h;
    wire wdr_en_h = wdr_force_en_h | cs_wdr_en_h;
    always @ ( posedge b_clk_l )        
		if ( wdr_en_h )                   
			wdr_h <= wdrmux_h;
    always @ (  force_cmi2d_h or ds_h or ca_h or cmi_data_h or wbus_h or xb_1_h ) begin
        casez( {force_cmi2d_h, ds_h} )
            3'b000  : dbus_h <= ca_h;
            3'b001  : dbus_h <= cmi_data_h;
            3'b010  : dbus_h <= wbus_h;
            3'b011  : dbus_h <= {3'b000, xb_1_h};
            3'b1zz  : dbus_h <= cmi_data_h;
            default: dbus_h <= 4'bxxxx;
        endcase
    end
    always @ (  ms_h or src_wdr2m_h or wdr_h or xb_data_h or mdr_h or ma_h or pa_h ) begin
        casez( { src_wdr2m_h, ms_h } )
            3'b000  : mmux_h <= mdr_h;
            3'b001  : mmux_h <= xb_data_h;
            3'b010  : mmux_h <= ma_h;
            3'b011  : mmux_h <= { 1'b0, pa_h };  
            3'b1zz  : mmux_h <= wdr_h;
            default : mmux_h <= 4'bxxxx;
        endcase
    end
    always @ (  as_h or en_pa_h or cmi_adr_h or cmi_data_h or ma_h or dbus_h ) begin
        casez( { en_pa_h, as_h } )
            3'b000  : pamux_h <= cmi_adr_h;
            3'b001  : pamux_h <= cmi_data_h [2:0];
            3'b010  : pamux_h <= ma_h  [2:0];
            3'b011  : pamux_h <= dbus_h[2:0];
            3'b1zz  : pamux_h <= ma_h  [2:0];
            default : pamux_h <= 3'bxxx;
        endcase
    end
    always @ (  dr_h or dbus_h ) begin
        case( dr_h )
            2'b00   : dbus_rot_h <=   dbus_h;
            2'b01   : dbus_rot_h <= { dbus_h[  0], dbus_h[3:1] };
            2'b10   : dbus_rot_h <= { dbus_h[1:0], dbus_h[3:2] };
            2'b11   : dbus_rot_h <= { dbus_h[2:0], dbus_h[3  ] };
            default : dbus_rot_h <= 4'bxxxx;
        endcase
    end
    always @ ( xbs_h or pc_h or xb0_h or xb1_h ) begin
        case( { xbs_h, pc_h } )
            3'b000  : xb_data_h <= xb1_h;
            3'b001  : xb_data_h <= { xb0_h[  0], xb1_h[3:1] };
            3'b010  : xb_data_h <= { xb0_h[1:0], xb1_h[3:2] };
            3'b011  : xb_data_h <= { xb0_h[2:0], xb1_h[3  ] };
            3'b100  : xb_data_h <= xb0_h;
            3'b101  : xb_data_h <= { xb1_h[  0], xb0_h[3:1] };
            3'b110  : xb_data_h <= { xb1_h[1:0], xb0_h[3:2] };
            3'b111  : xb_data_h <= { xb1_h[2:0], xb0_h[3  ] };
            default : xb_data_h <= 4'bxxxx;
        endcase
    end
endmodule
</file>
<file path="flow/config.mk">
export PLATFORM = sky130hd
export DESIGN_NAME = dataroute
export DESIGN_NICKNAME = dataroute
export VERILOG_FILES = /design/flow/design.v
export SDC_FILE = /design/flow/constraint.sdc
export NUM_CORES = 4
export LEC_CHECK = 1
export CORE_UTILIZATION = 30
</file>
<file path="flow/run.sh">
#!/bin/bash
# OpenROAD 26Q1-2900-gdf79404cd8, Yosys 0.63+post, stock flow scripts
make -C /OpenROAD-flow-scripts/flow DESIGN_CONFIG=/design/flow/config.mk WORK_HOME=/design/flow/orfs finish
</file>
==> results.toml <==
# implementation run metrics
[layout]
final_layout_size_suffix_gt1_frac = 0.108
n_fill_cell = 4277
largest_reg_flops = 32
syn2layout_area_growth_pct = 35.9

[synth]
synth-main-ff-cell = "edfxtp_1"
synthArstFlopShare = 0
top_cell = "edfxtp_1"
synthCells = 1415
syn_avg_cell_area_um2 = 9.56
netlist.area_leader.share = 0.337
top_area_cell = "edfxtp_1"
yosys_area_mm2 = 0.0135
area_leaders = "edfxtp_1, mux2i_1, dfxtp_1"
common_cells = "edfxtp_1, nand2_1, nor2_1"
ys_cells = 1415
netlist_area_mm2 = 0.0135
ys_ff = 218
ys_warn_count = 2
synth.distinct_cells = 72
edf_count = 152

[cts]
post_cts_buffers = 0
cts.repair.resized = 0
path_clk_slew_ns = 0.06
cts_hold_buffers = 0
cts_tree = "done"

[floorplanning]
pin_count = 348
die_x_um = 214
die_y_um = 214
initCoreUtil = 0.305
core-area_mm2 = 0.0443
rows = 77
die-area_mm2 = 0.0460

[final_timing]
hold_viol = 0
max_slew_margin = 0.264
untimed_endpoints = 32
timing.clock.skew_ns = 0.00123
tightest_slew_ns = 1.09
unclocked_regs = 32
rsz0062_at_grt = "false"
finalMaxSlewViolations = 0
layout_setup_ws_ns = 0.961
tns_ns = 0
setup_viol = 0

[power]
pwr-share-comb = 0.266
power_switching_share = 0.320
p_int_w = 0.00199
leakage_nw = 7.01
p_clk_frac = 0.346
power_density_mw_per_mm2 = 159
ir_worst_vdd_mv = 0.125
p_seq_frac = 0.388
p_sw_w = 0.000935

[critical_path]
cpMaxStageDelayCell = "clkdlybuf4s50_1"
cp-end-kind = "output port"
required_ns = 6.88
crit_type = "reg2out"
cp_max_fo = 2
worst_ep_arrival_time_ns = 5.92
startpoint_type = "flip-flop"
crit_chain = "mux2i_1 > nand2_1 > clkdlybuf4s50_1"
max_stage_delay_ns = 0.42
cp_num_buf_inv = 1
crit_family = "buffers and inverters"

[grt]
grt_pass1_wl_um = 86000
grt_max_degree = 72
grt-ovfl-total = 0
grt_pass1_vias = 12767
track_usage = 0.263
antenna_found_initial = 0

[drt]
wl_per_cell_um = 25.1
drt_iter0_drc = 1478
drc = 0
wirelength_um = 59000
dr_total_vias = 13191
diodes = 0
vias_per_cell = 5.61
drt_first_pass_iters = 6
ant_nets = 0

[place]
dp_hpwl_um = 45800
dp_worst_setup_slack_ns = 1.40
port_buffers = 346
gp_congestion = 1.00

[run]
warning_count = 50
maxCapViolCount = 0

[hold_path]
min_path_type = "reg2reg"

[status]
status = "finished clean"
==> through the flow <==
step / utilization / area [um^2] / power [W] / hold WS, ns / cells
after floorplan: - / 13500 / 0.00151 / 0.329 / 1415
after global placement: 0.395 / 17500 / 0.00194 / 0.497 / 2288
after detailed placement: 0.395 / 17500 / 0.00194 / 0.505 / 2288
after CTS: 0.415 / 18400 / 0.00293 / 0.513 / 2350
after global routing: 0.415 / 18400 / 0.00305 / 0.532 / 2350
final: 0.415 / 18400 / 0.00292 / 0.515 / 2350
==> logic make-up after synthesis <==
kind of cell	synth area share
AND/OR/NAND/NOR	0.185
latches	0.0355
multiplexers	0.126
flip-flops	0.388
AND-OR/OR-AND	0.212
buffers and inverters	0.0542
==> power groups by stage <==
stage / Combinational [W] / Clock [W] / Sequential [W]
after CTS: 0.000772 / 0.00103 / 0.00113
after global routing: 0.000832 / 0.00107 / 0.00114
final: 0.000777 / 0.00101 / 0.00114
==> metal layers <==
metal,vias to the layer above,part of all wire,global-route usage
li1,6048,-,-
met1,6270,0.41,0.370
met2,800,0.44,0.390
met3,71,0.12,0.101
met4,2,0.028,0.0598
met5,-,0.0015,0.0135
==> worst reg2reg max path: stages, from the launching register on <==
cell	delay, ns
edfxtp_1	0.44
nor2b_1	0.16
o221a_2	0.26
nor4_1	0.83
nor4_1	0.22
nor3b_1	0.25
==> cell type report <==
type / count / area (um^2) / area share
inverters: 32 / 120 / 0.00653
clock inverters: 39 / 292 / 0.0159
repair buffers: 402 / 3850 / 0.210
well taps: 592 / 741 / 0.0403
multi-input cells: 1043 / 7080 / 0.385
clock buffers: 24 / 578 / 0.0314
flip-flops and latches: 218 / 5730 / 0.311
==> cells in the final DEF, fill, tap and decap left out, types with 25 or more instances in the layout <==
| cell type | count |
|---|---|
| nand2b_1 | 32 |
| clkdlybuf4s50_1 | 340 |
| dfxtp_1 | 34 |
| mux2i_1 | 117 |
| dlxtn_1 | 32 |
| nand2_1 | 141 |
| buf_4 | 56 |
| o21ai_0 | 42 |
| inv_1 | 53 |
| nand3_1 | 29 |
| a221oi_1 | 49 |
| edfxtp_1 | 152 |
| and2_1 | 30 |
| nor2b_1 | 25 |
| a21oi_1 | 73 |
| nor2_1 | 136 |
==> path summary, 6_finish.rpt <==
kind / from / to / slack, ns / depth (start not counted)
max in group clk1: dbus_rot_h[1] / smdr_l[9] / 3.89 / 7
hold reg to reg: smdr_l[7] / smdr_l[7] / 0.52 / 2
setup reg to reg: MDR1.xb0_h[1] / smdr_l[9] / 6.20 / 5
setup / recovery: MDR3.cmi_adr_h[1] / cache_out_h[11] / 0.96 / 3
min in group clk0: MDR5.cmi_ena_q_h / MDR4.cbus_sel_h / 0.69 / 1
hold / removal: smdr_l[7] / smdr_l[7] / 0.52 / 2
Power and IR drop assume default switching activity.
