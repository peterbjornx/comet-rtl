==> design/flow/design.v <==
module spadmarray(
	input      [3:0]  mspa_h,
	input      [31:0] wbus_h,
	output     [31:0] mbus_l,  
	input      [3:0]  spw_l,
	input             mcs_tmp_l
);
ram_16x4 mtmp_ram_0_l( 
			.A  (mspa_h), 
			.D  (wbus_h[0+3:0+0]), .nQ(mbus_l[0+3:0+0]), 
			.nWE(spw_l [0/8]), 
			.nCS(mcs_tmp_l)); 
	ram_16x4 mtmp_ram_0_h( 
			.A  (mspa_h), 
			.D  (wbus_h[0+7:0+4]), .nQ(mbus_l[0+7:0+4]), 
			.nWE(spw_l [0/8]), 
			.nCS(mcs_tmp_l));
ram_16x4 mtmp_ram_8_l( 
			.A  (mspa_h), 
			.D  (wbus_h[8+3:8+0]), .nQ(mbus_l[8+3:8+0]), 
			.nWE(spw_l [8/8]), 
			.nCS(mcs_tmp_l)); 
	ram_16x4 mtmp_ram_8_h( 
			.A  (mspa_h), 
			.D  (wbus_h[8+7:8+4]), .nQ(mbus_l[8+7:8+4]), 
			.nWE(spw_l [8/8]), 
			.nCS(mcs_tmp_l));
ram_16x4 mtmp_ram_16_l( 
			.A  (mspa_h), 
			.D  (wbus_h[16+3:16+0]), .nQ(mbus_l[16+3:16+0]), 
			.nWE(spw_l [16/8]), 
			.nCS(mcs_tmp_l)); 
	ram_16x4 mtmp_ram_16_h( 
			.A  (mspa_h), 
			.D  (wbus_h[16+7:16+4]), .nQ(mbus_l[16+7:16+4]), 
			.nWE(spw_l [16/8]), 
			.nCS(mcs_tmp_l));
ram_16x4 mtmp_ram_24_l( 
			.A  (mspa_h), 
			.D  (wbus_h[24+3:24+0]), .nQ(mbus_l[24+3:24+0]), 
			.nWE(spw_l [24/8]), 
			.nCS(mcs_tmp_l)); 
	ram_16x4 mtmp_ram_24_h( 
			.A  (mspa_h), 
			.D  (wbus_h[24+7:24+4]), .nQ(mbus_l[24+7:24+4]), 
			.nWE(spw_l [24/8]), 
			.nCS(mcs_tmp_l));
endmodule
module ram_16x4 (
	input      [3:0] A,
	input      [3:0] D,
	output     [3:0] nQ,  
	input            nWE,
	input            nCS);
reg [3:0] stor [0:15];
integer j;
assign nQ = (!nCS) ? (~stor[A]) : {4'b1111};
always @(nCS or nWE)
  if (!nCS && !nWE)
    stor[A] <= D;
initial 
  for(j = 0; j < 16; j = j+1) 
    stor[j] = 4'b0;
endmodule
==> design/flow/run.sh <==
#!/bin/bash
# OpenROAD 26Q1-2900-gdf79404cd8, Yosys 0.63+post, stock flow scripts
make -C /OpenROAD-flow-scripts/flow DESIGN_CONFIG=/design/flow/config.mk WORK_HOME=/design/flow/orfs finish
==> design/flow/config.mk <==
export PLATFORM = sky130hd
export DESIGN_NAME = spadmarray
export DESIGN_NICKNAME = spadmarray
export VERILOG_FILES = /design/flow/design.v
export SDC_FILE = /design/flow/constraint.sdc
export NUM_CORES = 4
export LEC_CHECK = 1
export CORE_UTILIZATION = 50
==> design/flow/constraint.sdc <==
current_design spadmarray

set clk_period 11.9
set clk_io_pct 0.2

create_clock -name clk0 -period $clk_period

set non_clock_inputs [all_inputs -no_clocks]
set_input_delay [expr $clk_period * $clk_io_pct] -clock clk0 $non_clock_inputs
set_output_delay [expr $clk_period * $clk_io_pct] -clock clk0 [all_outputs]
==> GITHUB_STEP_SUMMARY <==
## PnR job results

| Metric | Value |
|---|---|
| Number of global-route vias before repair | `9399` |
| Largest net degree at the start of global routing | `74` |
| Yosys Warn Count | `2` |
| CP cell instances | `buf_4, buf_4, nor4bb_2, o2bb2ai_1, a221oi_1, a311o_1, clkdlybuf4s50_1` |
| Cell area after layout | `13720 µm²` |
| Worst slew pin tran | `0.8651 ns` |
| Final cell count without fillers | `1652` |
| Total GRT Usage | `30.73%` |
| Gp weighted congestion | `0.9180` |
| Endpoints failing hold | `0` |
| Cell Type Count | `58` |
| Post-DRT Antenna Nets | `0` |
| Crit Path Category | `input port to output pin` |
| Grt total ovfl | `0` |
| Die X | `162.6 µm` |
| Vias | `9743` |
| Final min period | `8.011 ns` |
| Synth Instances | `1328` |
| Post-synthesis area per instance | `9.714 µm²` |
| First-pass GRT wire length | `57750 µm` |
| Placed cell count | `1652` |
| # Cells Yosys | `1328` |
| Crit-path max FO | `73` |
| Pleak | `6.096 nW` |
| Post-CTS setup buffer count | `0` |
| Outcome | `finished, final reports clean` |
| Input/output buffers | `73` |
| Mapped Area | `12900 µm²` |
| Share of layout cells above drive strength 1 | `7.110%` |
| PostCTS Resize Cnt | `0` |
| Critical Path AT | `5.63 ns` |
| MaxCap Viol Count | `0` |
| Slew HR | `42.18%` |
| DRC viols | `0` |
| Hold_buf cts | `0` |
| # diodes | `0` |
| Worst path required time | `9.52 ns` |
| Critical Path Start Type | `input port` |
| DRT iter0 DRCs | `670` |
| Hold Crit Class | `input port to output pin` |
| Final Max Slew Viols | `0` |
| Setup violators final | `0` |
| Main synth FF type | `dlxtn_1` |
| Delay-heaviest family, CP | `buffers and inverters` |
| Register pins left without a clock | `512` |
| HPWL Detailed | `24530 µm` |
| CP dominant cell by count | `buf_4` |
| Core ar. | `25250 µm²` |
| Count of tool warnings | `32` |
| Buf/Inv on CP | `3` |
| Layout area overhead | `6.353%` |
| FP Rows | `58` |
| Io pins | `73` |
| Setup crit end kind | `output pin` |
| Maximum VDD drop | `0.00003457 V` |
| Chip height | `162.6 µm` |
| Total power density per cell area | `26.92 nW/µm²` |
| Final WL | `37920 µm` |
| Post-route setup TNS | `0 ns` |
| Die Area | `26450 µm²` |
| Endpoints left unconstrained | `512` |
| Starting Density | `51.08%` |
| Avg Vias per Cell | `5.898` |
| Slowest cell delay on critical path | `0.85 ns` |
| Number of enable flip-flop cells | `0` |
| Yosys reg bits | `512` |
| RSZ-0062 raised after global routing | `false` |
| Yosys synthesis chip area | `12900 µm²` |
| Initial DRT Pass Iterations | `7` |
| Post-DP Area | `13720 µm²` |
| CP max-delay cell | `nor4bb_2` |
| Initial antenna violation count | `0` |
| Final worst-path cycle share | `67.32%` |
| Finished Core Util | `54.33%` |
| Drt wl/cell | `22.96 µm` |
| Max Clock Freq | `124.8 MHz` |
| Async S/R FF share, synth | `0%` |
## flip-flops by register name (all words and copies together) (netlist names)
| register | count |
|---|---|
| mtmp_ram_0_h.stor | 64 |
| mtmp_ram_8_l.stor | 64 |
| mtmp_ram_8_h.stor | 64 |
| mtmp_ram_16_l.stor | 64 |
| mtmp_ram_24_h.stor | 64 |
| mtmp_ram_16_h.stor | 64 |
| mtmp_ram_24_l.stor | 64 |
| mtmp_ram_0_l.stor | 64 |
## per-layer routing
layer	global-route usage [%]	up-vias	part of all wire, %
met5	0.1894	-	0
met4	4.885	0	1.9
met3	8.260	45	8.4
met2	46.50	359	46
met1	46.95	4647	44
li1	-	4692	-
## layout by cell type, fill, tap and decap left out, types with 3 or more instances in the layout
| cell | Yosys | final |
|---|---|---|
| nand2b_1 | 12 | 12 |
| o31ai_1 | 23 | 23 |
| a311o_1 | 7 | 7 |
| clkdlybuf4s50_1 | 0 | 68 |
| and3_1 | 42 | 42 |
| nor2b_1 | 11 | 7 |
| nand2_1 | 76 | 76 |
| a32oi_1 | 3 | 3 |
| a22o_1 | 16 | 16 |
| o21ai_0 | 59 | 59 |
| o22ai_1 | 27 | 27 |
| buf_4 | 7 | 29 |
| nand3b_1 | 13 | 13 |
| o32ai_1 | 4 | 4 |
| a221oi_1 | 10 | 10 |
| nand3_1 | 44 | 44 |
| a22oi_1 | 84 | 84 |
| a222oi_1 | 4 | 4 |
| mux2_2 | 46 | 46 |
| o221ai_1 | 5 | 5 |
| nand4_1 | 18 | 18 |
| a21oi_1 | 29 | 29 |
| o2bb2ai_1 | 10 | 10 |
| dlxtn_1 | 512 | 512 |
| nor3b_1 | 40 | 39 |
| nor2_1 | 69 | 69 |
| a21o_1 | 3 | 3 |
| inv_1 | 5 | 5 |
| mux2i_1 | 16 | 16 |
| and2_1 | 5 | 5 |
## cell usage after synthesis, types with 27 or more instances
cell type,instances,area [µm²]
nand3_1,44,220.2
nand2_1,76,285.3
clkbuf_1,48,180.2
dlxtn_1,512,7690
and3_1,42,262.8
a22oi_1,84,630.6
mux2_2,46,518.0
o21ai_0,59,295.3
nor3b_1,40,300.3
nor2_1,69,259.0
o22ai_1,27,168.9
buf_2,33,165.2
a21oi_1,29,145.1
## where the power goes
part           switching (mW)  internal [mW]
combinational           0.139         0.0936
clock                       0              0
sequential             0.0189          0.118
total                   0.158          0.211
## cells by family (layout without fill, tap and decap cells)
group                  Yosys count  in the layout  synth area share (%)
AND-OR/OR-AND                  294            294                 15.91
buffers and inverters          109            103                 4.277
latches                        512            512                 59.61
multiplexers                    64             64                 5.461
AND/OR/NAND/NOR                349            349                 14.76
## stage by stage
| stage | setup slack (ns) | power, mW | hold WS (ns) |
|---|---|---|---|
| after floorplan | 5.887 | 0.2640 | 5.094 |
| after global placement | 3.993 | 0.3658 | 5.652 |
| after detailed placement | 3.955 | 0.3678 | 5.660 |
| after CTS | 3.946 | 0.3692 | 5.659 |
| after global routing | 3.720 | 0.3977 | 5.695 |
| final | 3.889 | 0.3693 | 5.646 |
## cell type report
cell class / instances / area (µm²)
fill: 2299 / 11530
tap: 330 / 412.9
multi-input combinational: 707 / 4697
sequential: 512 / 7687
inverter: 5 / 18.77
timing repair buffer: 98 / 903.4
## path summary, 6_finish.rpt
check                 depth (start not counted)  slack (ns)    endpoint       from
worst max-delay path                          7        3.89  mbus_l[23]  mspa_h[0]
worst min-delay path                          4        5.65   mbus_l[3]  mspa_h[3]
Power is estimated from default activity; no workload was simulated.
