**./config.mk**
```make
export PLATFORM = sky130hd
export DESIGN_NAME = spadrarray
export DESIGN_NICKNAME = spadrarray
export VERILOG_FILES = /design/flow/design.v
export SDC_FILE = /design/flow/constraint.sdc
export NUM_CORES = 4
export LEC_CHECK = 1
export CORE_UTILIZATION = 30
```
**./constraint.sdc**
```tcl
current_design spadrarray

set clk_period 25.3
set clk_io_pct 0.2

create_clock -name clk0 -period $clk_period

set non_clock_inputs [all_inputs -no_clocks]
set_input_delay [expr $clk_period * $clk_io_pct] -clock clk0 $non_clock_inputs
set_output_delay [expr $clk_period * $clk_io_pct] -clock clk0 [all_outputs]
```
**./design.v**
```verilog
module spadrarray(
	input      [3:0]  rspa_h,
	input      [31:0] wbus_h,
	output     [31:0] rbus_l,  
	input      [3:0]  spw_l,
	input            rcs_tmp_l,
	input            rcs_gpr_l,
	input            rcs_ipr_l
);
wire [31:0] _tmp_rbus_l;
wire [31:0] _gpr_rbus_l;
wire [31:0] _ipr_rbus_l;
assign rbus_l = _tmp_rbus_l & _gpr_rbus_l & _ipr_rbus_l;
ram_16x4 tmp_0_l( 
			.A  (rspa_h), 
			.D  (wbus_h[0+3:0+0]), .nQ(_tmp_rbus_l[0+3:0+0]), 
			.nWE(spw_l [0/8]), 
			.nCS(rcs_tmp_l)); 
	ram_16x4 tmp_0_h( 
			.A  (rspa_h), 
			.D  (wbus_h[0+7:0+4]), .nQ(_tmp_rbus_l[0+7:0+4]), 
			.nWE(spw_l [0/8]), 
			.nCS(rcs_tmp_l)); 
	ram_16x4 tmp_8_l( 
			.A  (rspa_h), 
			.D  (wbus_h[8+3:8+0]), .nQ(_tmp_rbus_l[8+3:8+0]), 
			.nWE(spw_l [8/8]), 
			.nCS(rcs_tmp_l)); 
	ram_16x4 tmp_8_h( 
			.A  (rspa_h), 
			.D  (wbus_h[8+7:8+4]), .nQ(_tmp_rbus_l[8+7:8+4]), 
			.nWE(spw_l [8/8]), 
			.nCS(rcs_tmp_l)); 
	ram_16x4 tmp_16_l( 
			.A  (rspa_h), 
			.D  (wbus_h[16+3:16+0]), .nQ(_tmp_rbus_l[16+3:16+0]), 
			.nWE(spw_l [16/8]), 
			.nCS(rcs_tmp_l)); 
	ram_16x4 tmp_16_h( 
			.A  (rspa_h), 
			.D  (wbus_h[16+7:16+4]), .nQ(_tmp_rbus_l[16+7:16+4]), 
			.nWE(spw_l [16/8]), 
			.nCS(rcs_tmp_l)); 
	ram_16x4 tmp_24_l( 
			.A  (rspa_h), 
			.D  (wbus_h[24+3:24+0]), .nQ(_tmp_rbus_l[24+3:24+0]), 
			.nWE(spw_l [24/8]), 
			.nCS(rcs_tmp_l)); 
	ram_16x4 tmp_24_h( 
			.A  (rspa_h), 
			.D  (wbus_h[24+7:24+4]), .nQ(_tmp_rbus_l[24+7:24+4]), 
			.nWE(spw_l [24/8]), 
			.nCS(rcs_tmp_l));
ram_16x4 gpr_0_l( 
			.A  (rspa_h), 
			.D  (wbus_h[0+3:0+0]), .nQ(_gpr_rbus_l[0+3:0+0]), 
			.nWE(spw_l [0/8]), 
			.nCS(rcs_gpr_l)); 
	ram_16x4 gpr_0_h( 
			.A  (rspa_h), 
			.D  (wbus_h[0+7:0+4]), .nQ(_gpr_rbus_l[0+7:0+4]), 
			.nWE(spw_l [0/8]), 
			.nCS(rcs_gpr_l)); 
	ram_16x4 gpr_8_l( 
			.A  (rspa_h), 
			.D  (wbus_h[8+3:8+0]), .nQ(_gpr_rbus_l[8+3:8+0]), 
			.nWE(spw_l [8/8]), 
			.nCS(rcs_gpr_l)); 
	ram_16x4 gpr_8_h( 
			.A  (rspa_h), 
			.D  (wbus_h[8+7:8+4]), .nQ(_gpr_rbus_l[8+7:8+4]), 
			.nWE(spw_l [8/8]), 
			.nCS(rcs_gpr_l)); 
	ram_16x4 gpr_16_l( 
			.A  (rspa_h), 
			.D  (wbus_h[16+3:16+0]), .nQ(_gpr_rbus_l[16+3:16+0]), 
			.nWE(spw_l [16/8]), 
			.nCS(rcs_gpr_l)); 
	ram_16x4 gpr_16_h( 
			.A  (rspa_h), 
			.D  (wbus_h[16+7:16+4]), .nQ(_gpr_rbus_l[16+7:16+4]), 
			.nWE(spw_l [16/8]), 
			.nCS(rcs_gpr_l)); 
	ram_16x4 gpr_24_l( 
			.A  (rspa_h), 
			.D  (wbus_h[24+3:24+0]), .nQ(_gpr_rbus_l[24+3:24+0]), 
			.nWE(spw_l [24/8]), 
			.nCS(rcs_gpr_l)); 
	ram_16x4 gpr_24_h( 
			.A  (rspa_h), 
			.D  (wbus_h[24+7:24+4]), .nQ(_gpr_rbus_l[24+7:24+4]), 
			.nWE(spw_l [24/8]), 
			.nCS(rcs_gpr_l));
ram_16x4 ipr_0_l( 
			.A  (rspa_h), 
			.D  (wbus_h[0+3:0+0]), .nQ(_ipr_rbus_l[0+3:0+0]), 
			.nWE(spw_l [0/8]), 
			.nCS(rcs_ipr_l)); 
	ram_16x4 ipr_0_h( 
			.A  (rspa_h), 
			.D  (wbus_h[0+7:0+4]), .nQ(_ipr_rbus_l[0+7:0+4]), 
			.nWE(spw_l [0/8]), 
			.nCS(rcs_ipr_l)); 
	ram_16x4 ipr_8_l( 
			.A  (rspa_h), 
			.D  (wbus_h[8+3:8+0]), .nQ(_ipr_rbus_l[8+3:8+0]), 
			.nWE(spw_l [8/8]), 
			.nCS(rcs_ipr_l)); 
	ram_16x4 ipr_8_h( 
			.A  (rspa_h), 
			.D  (wbus_h[8+7:8+4]), .nQ(_ipr_rbus_l[8+7:8+4]), 
			.nWE(spw_l [8/8]), 
			.nCS(rcs_ipr_l)); 
	ram_16x4 ipr_16_l( 
			.A  (rspa_h), 
			.D  (wbus_h[16+3:16+0]), .nQ(_ipr_rbus_l[16+3:16+0]), 
			.nWE(spw_l [16/8]), 
			.nCS(rcs_ipr_l)); 
	ram_16x4 ipr_16_h( 
			.A  (rspa_h), 
			.D  (wbus_h[16+7:16+4]), .nQ(_ipr_rbus_l[16+7:16+4]), 
			.nWE(spw_l [16/8]), 
			.nCS(rcs_ipr_l)); 
	ram_16x4 ipr_24_l( 
			.A  (rspa_h), 
			.D  (wbus_h[24+3:24+0]), .nQ(_ipr_rbus_l[24+3:24+0]), 
			.nWE(spw_l [24/8]), 
			.nCS(rcs_ipr_l)); 
	ram_16x4 ipr_24_h( 
			.A  (rspa_h), 
			.D  (wbus_h[24+7:24+4]), .nQ(_ipr_rbus_l[24+7:24+4]), 
			.nWE(spw_l [24/8]), 
			.nCS(rcs_ipr_l));
endmodule
module ram_16x4 (
	input      [3:0] A,
	input      [3:0] D,
	output     [3:0] nQ,  
	input            nWE,
	input            nCS);
reg [3:0] stor [0:15];
integer j;
assign nQ = (!nCS) ? (~stor[A]) : {4'b1111};
always @(nCS or nWE)
  if (!nCS && !nWE)
    stor[A] <= D;
initial 
  for(j = 0; j < 16; j = j+1) 
    stor[j] = 4'b0;
endmodule
```
**./run.sh**
```bash
#!/bin/bash
# OpenROAD 26Q1-2900-gdf79404cd8, Yosys 0.63+post, stock flow scripts
make -C /OpenROAD-flow-scripts/flow DESIGN_CONFIG=/design/flow/config.mk WORK_HOME=/design/flow/orfs finish
```
==> results.py <==
# Flow results
metrics = {
    "routing": {
        "totalWireLength_mm": 162,
        "total_drc_errors_in_the_routed_layout": 0,
        "drt_first_pass_iters": 8,
        "route.antenna.remaining_nets": 0,
        "route.detailed.wl_per_inst_um": 31.0,
        "viasPerCell": 5.82,
        "drt-initial-drc-count": 3325,
        "vias": 30466,
    },
    "timing": {
        "final_hold_viols": 0,
        "final_min_period_over_clock_period_pct": 59.4,
        "rsz_0062_raised_after_global_routing": "no",
        "unclocked_pins": 1536,
        "count_of_endpoints_without_a_timing_constraint": 1536,
        "fin_hold_ws_ps": 11220,
        "max_slew_margin_pct": 24.9,
        "period_minus_slack_ps": 15030,
        "finalSetupViolCount": 0,
        "fin_setup_tns_ps": 0,
        "tightestPinTransition_ps": 1100,
        "timing.final.max_slew_violations": 0,
        "timing.fmax_ghz": 0.0665,
    },
    "grt": {
        "grt_max_degree": 100,
        "grt_overflow_total": 0,
        "antenna_violations_before_repair": 9,
        "groute.layer.met2.usage_pct": 37.6,
        "grt-busiest-layer": "met2",
        "use_met1_pct": 34.1,
        "grt_util_all_layers_pct": 26.9,
        "via_count_of_the_first_global_routing_pass": 29046,
        "grt_util_met3_pct": 13.6,
        "global_route_wire_length_before_repair_mm": 227,
    },
    "synthesis": {
        "synth-seq-cells": 1536,
        "synth-edff-count": 0,
        "gate_count_post_synth": 3663,
        "syn-cell-area_sq_um": 36700,
        "netlist_top_cells_count": "sky130_fd_sc_hd__dlxtn_1, sky130_fd_sc_hd__nand2_1, sky130_fd_sc_hd__nor2_1, sky130_fd_sc_hd__a22oi_1, sky130_fd_sc_hd__mux2i_1",
        "cells_in_synth_stat_txt": 3663,
        "ys.warnings.count": 2,
        "synth_dominant_cell_count": "sky130_fd_sc_hd__dlxtn_1",
        "synthDominantAreaCellType": "sky130_fd_sc_hd__dlxtn_1",
        "chip_area_yosys_sq_um": 36700,
        "synth.distinct_cells": 81,
        "ys_async_sr_fraction_pct": 0,
        "ys_top_cells_by_area": "sky130_fd_sc_hd__dlxtn_1, sky130_fd_sc_hd__a22oi_1, sky130_fd_sc_hd__mux2i_1, sky130_fd_sc_hd__nand2_1, sky130_fd_sc_hd__nor2_1",
        "dominantRegCellSynth": "sky130_fd_sc_hd__dlxtn_1",
        "avgSynthCellArea_sq_um": 10.0,
        "top_cell_area_share_pct": 63.0,
    },
    "clocking": {
        "postCtsHoldBufs": 0,
        "post-cts-setup-buffers": 0,
        "cts_repair_resize_count": 0,
    },
    "status": {
        "status": "finished, final reports clean",
    },
    "pwr": {
        "power_uw": 575,
        "cellPowerDensity_nw_per_um2": 14.6,
        "total_leakage_power_nw": 17.4,
        "total_switching_power_uw": 292,
        "power.share.switching_pct": 50.7,
        "intPower_uw": 283,
        "irDropWorstVdd_v": 0.00000812,
    },
    "placement": {
        "io_buffer_count": 75,
        "placed_cells": 5235,
        "globalplace.congestion": 1.01,
        "hpwlAfterDp_mm": 105,
    },
    "floorplan": {
        "chipArea_sq_um": 124000,
        "io-pin-count": 75,
        "initial_core_util_pct": 30.4,
        "row_count": 127,
        "die.size.x_um": 352,
        "floorplan.die.height_um": 352,
        "placeable_area_sq_um": 121000,
    },
    "final_layout": {
        "multi_input_comb_area_sq_um": 12400,
        "seqCellArea_sq_um": 23100,
        "fillerInstances": 12213,
        "drive_above_1_share_pct": 8.25,
        "instances_no_fill": 5237,
        "flow.area_growth_from_synthesis_pct": 7.19,
        "finish.utilization_pct": 32.6,
    },
    "critical_path": {
        "critPathMaxFanout": 56,
        "setup.worst_path.end_class": "output port",
        "crit_start": "rspa_h[0]",
        "crit_type": "in2out",
        "critPathRequiredTime_ps": 20240,
        "critical_path_arrival_ps": 9970,
        "worstSetupStartpointType": "input port",
    },
    "job": {
        "warning_count": 32,
        "max_cap_violations": 0,
    },
    "min_path": {
        "hold_start": "rcs_tmp_l",
        "hold_path.class": "in2out",
    },
}
## through the flow
stage | setup WS (ps) | cell area [sq um]
detailed placement | 10340 | 39300
global placement | 10390 | 39300
CTS | 10370 | 39300
global route | 10170 | 39300
finish | 10270 | 39300
floorplan | 13650 | 36700
## worst max-delay path: stages
cell	delay (ps)
sky130_fd_sc_hd__clkbuf_8	500
sky130_fd_sc_hd__buf_4	630
sky130_fd_sc_hd__buf_4	690
sky130_fd_sc_hd__or2_1	200
sky130_fd_sc_hd__buf_4	330
sky130_fd_sc_hd__nor2_1	210
sky130_fd_sc_hd__a22o_1	220
sky130_fd_sc_hd__a2111oi_0	950
sky130_fd_sc_hd__buf_4	240
sky130_fd_sc_hd__or3_1	120
sky130_fd_sc_hd__o311a_1	170
sky130_fd_sc_hd__clkdlybuf4s50_1	490
## final timing paths
path	end	cells past startpoint
max	rbus_l[25]	12
min	rbus_l[0]	5
## final cells by class
type                    instances  area share (%)
multi-input cells            1849            31.5
flip-flops and latches       1536            58.6
diodes                          2          0.0127
inverters                       6          0.0573
repair buffers                232            4.66
well taps                    1612            5.13
## per-layer routing
metal,share of wire [%],vias to the layer above
li1,-,12966
met1,36,14688
met2,41,2180
met4,7.2,22
met5,0.14,-
met3,15,610
## kinds of logic after synthesis
logic type,after synthesis,synth area share (%)
latches,1536,63.0
compound gates,960,19.2
simple gates,699,8.25
buf+inv,278,3.82
mux,190,5.88
## power by group through the flow
stage    combinational [mW]  sequential (mW)  clock [mW]
5_1_grt               0.391            0.208           0
4_1_cts               0.367            0.195           0
## cells in the final DEF (no fill, tap or decap), types with 6 or more instances in the layout
| cell type | synthesis | final |
|---|---|---|
| sky130_fd_sc_hd__a21boi_0 | 10 | 10 |
| sky130_fd_sc_hd__o211ai_1 | 15 | 15 |
| sky130_fd_sc_hd__nand2_1 | 308 | 307 |
| sky130_fd_sc_hd__a21oi_1 | 104 | 104 |
| sky130_fd_sc_hd__mux2i_1 | 124 | 124 |
| sky130_fd_sc_hd__nor2_2 | 1 | 13 |
| sky130_fd_sc_hd__o32ai_1 | 7 | 7 |
| sky130_fd_sc_hd__clkdlybuf4s50_1 | 0 | 47 |
| sky130_fd_sc_hd__and3_1 | 6 | 6 |
| sky130_fd_sc_hd__a2111oi_0 | 13 | 13 |
| sky130_fd_sc_hd__a32oi_1 | 9 | 9 |
| sky130_fd_sc_hd__a222oi_1 | 23 | 23 |
| sky130_fd_sc_hd__o221ai_1 | 19 | 19 |
| sky130_fd_sc_hd__o21ai_0 | 110 | 110 |
| sky130_fd_sc_hd__a311oi_1 | 17 | 17 |
| sky130_fd_sc_hd__and3b_1 | 7 | 7 |
| sky130_fd_sc_hd__or3_1 | 11 | 11 |
| sky130_fd_sc_hd__a31oi_1 | 14 | 14 |
| sky130_fd_sc_hd__nor2_1 | 240 | 222 |
| sky130_fd_sc_hd__o22ai_1 | 89 | 89 |
| sky130_fd_sc_hd__buf_2 | 96 | 24 |
| sky130_fd_sc_hd__mux4_2 | 15 | 15 |
| sky130_fd_sc_hd__buf_4 | 27 | 156 |
| sky130_fd_sc_hd__o22a_1 | 10 | 10 |
| sky130_fd_sc_hd__a221o_1 | 10 | 10 |
| sky130_fd_sc_hd__dlxtn_1 | 1536 | 1536 |
| sky130_fd_sc_hd__nor2_4 | 0 | 6 |
| sky130_fd_sc_hd__a22o_1 | 73 | 73 |
| sky130_fd_sc_hd__a211o_1 | 7 | 7 |
| sky130_fd_sc_hd__o21bai_1 | 9 | 9 |
| sky130_fd_sc_hd__a32o_1 | 7 | 7 |
| sky130_fd_sc_hd__nand3_1 | 32 | 32 |
| sky130_fd_sc_hd__mux2_2 | 45 | 45 |
| sky130_fd_sc_hd__nor4_1 | 7 | 7 |
| sky130_fd_sc_hd__nand2b_1 | 20 | 20 |
| sky130_fd_sc_hd__o311a_1 | 10 | 10 |
| sky130_fd_sc_hd__a221oi_1 | 94 | 94 |
| sky130_fd_sc_hd__a22oi_1 | 236 | 236 |
| sky130_fd_sc_hd__nor3_1 | 19 | 18 |
| sky130_fd_sc_hd__a211oi_1 | 27 | 27 |
Power and IR drop assume default switching activity.
